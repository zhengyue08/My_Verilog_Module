==> design/flow/run.sh <==
#!/bin/bash
# OpenROAD 26Q1-2900-gdf79404cd8, Yosys 0.63+post, stock flow scripts
make -C /OpenROAD-flow-scripts/flow DESIGN_CONFIG=/design/flow/config.mk WORK_HOME=/design/flow/orfs finish
==> design/flow/config.mk <==
export PLATFORM = sky130hd
export DESIGN_NAME = dff
export DESIGN_NICKNAME = dff
export VERILOG_FILES = /design/flow/design.v
export SDC_FILE = /design/flow/constraint.sdc
export NUM_CORES = 4
export LEC_CHECK = 1
export CORE_AREA = 10 10 70 70
export DIE_AREA = 0 0 80 80
==> design/flow/constraint.sdc <==
current_design dff

set clk_period 1.1
set clk_io_pct 0.2

create_clock -name clk0 -period $clk_period [get_ports {clk}]

set non_clock_inputs [all_inputs -no_clocks]
set_input_delay [expr $clk_period * $clk_io_pct] -clock clk0 $non_clock_inputs
set_output_delay [expr $clk_period * $clk_io_pct] -clock clk0 [all_outputs]
==> design/flow/design.v <==
module dff #(
    parameter DATA_WIDTH = 8
)
(
    input clk,
    input rst_n,
    input [DATA_WIDTH-1 : 0] data_in,
    input [DATA_WIDTH-1 : 0] reset_data,
    output reg [DATA_WIDTH-1 : 0] data_out_reg
);
    always @(posedge clk) begin
        if(!rst_n) begin
            data_out_reg <= reset_data;
        end else begin
            data_out_reg <= data_in;
        end
    end
endmodule
==> results.toml <==
# physical design summary
[floorplan]
die_w_um = 80
core_mm2 = 0.00342
initial_core_util_pct = 8.53
chipHeight_um = 80
dieArea_mm2 = 0.00640
ios = 26
placementRows = 21

[yosys]
yosysWarnings = 1
ys_seq_elements = 8
common_cells = "8 x dfxtp_1, 8 x mux2_4, 1 x buf_6"
yosys_area_um2 = 292
area_leaders = "dfxtp_1 55%, mux2_4 41%, buf_6 3.9%"
top_area_cell = "dfxtp_1"
synthFlopType = "dfxtp_1"
compound_area_share_pct = 0
netlist_area_um2 = 292
seq_area_frac_synth_pct = 54.9
yosys.area.top_type_share_pct = 54.9
xor_share_pct = 0
yosys.area_share.adder_pct = 0
synthMuxAreaShare_pct = 41.2
syn_area_per_cell_um2 = 17.1
synthDistinctLibCells = 3
ys_cells = 17
synthArstFlopShare_pct = 0
edf_count = 0
top_logic_kind = "multiplexers"
synthCells = 17
synth-simple-area-share_pct = 0

[sta]
relSlewSlack_pct = 95.0
hold_viol_final = 0
timing.hold.ws_ps = 586
setup_viol = 0
fin_crit_sh_pct = 92.2
rsz0062_at_grt = "no"
fmax_ghz = 0.986
timing_max_transition_violations_final = 0
tightestPinTransition_ps = 74.5
fin_crit_ps = 1010

[critical_path]
worst-path-max-fanout = 4
crit_path_end_kind = "flop"
startpoint_type = "primary input"
cp.arrival_ps = 1140
critPathKind = "in2reg"
required_ps = 1220

[power_and_ir_drop]
power_density_mw_per_mm2 = 1070
fin_total_pwr_w = 0.000658
peakVddDrop_mv = 0.315
leakage_nw = 0.265

[routing]
drt_iter0_drc = 0
routed_wl_um = 782
antenna_cells = 0
route.detailed.drc = 0
num_vias = 238
routed_via_density = 2.59
postRouteAntennaNets = 0
wl_per_cell_um = 8.50
drt_first_pass_iters = 1

[global_routing]
gr-total-overflow = 0
gr-usage-met1_pct = 1.88
gr-usage-all-layers_pct = 2.14
grt_first_pass_wirelength_um = 1100
antenna_found_initial = 0
grt-busiest-layer = "met2"
global_route.usage.met2_pct = 4.17
grt_util_met3_pct = 1.14
grt_max_degree = 5
grt_pass1_vias = 292

[clock_network]
clk_pin_slew_ps = 50
cts_buffers = 3
htree_levels = 1
cts_buffer_depth = 2
cts_setup_buffers = 0
numClockSinks = 8
cts_tree = "done"
root_buffer = "clkbuf_4"

[layout]
syn2layout_area_growth_pct = 112
drive_gt1_share_pct = 32.6
fin_cells = 92
n_fill_cell = 411
largest_reg_flops = 8
final_util_pct = 18.1

[job]
warning_count = 25
maxCapViolCount = 0

[run_status]
status = "completed"

[hold_path]
min_path_type = "in2reg"

[placed_design]
place.gp.congestion = 0.643
dp.cells = 89
dp_hpwl_um = 779
port_buffers = 25
-- logic make-up (layout without fill, tap and decap cells) --
| group | count (synthesis) | in the layout |
|---|---|---|
| multiplexers | 8 | 8 |
| buffers and inverters | 1 | 30 |
| flip-flops | 8 | 8 |
-- metrics by stage --
step	setup TNS, ps	cell area (um^2)	setup slack, ps
global placement	-1280	603	-164
floorplan	0	292	343
global route	0	618	54.6
CTS	0	618	83.8
detailed placement	-1320	603	-169
finish	0	618	85.8
-- what timing repair did --
action	in CTS	in global routing
resized	10	0
hold buffers	0	0
endpoints found under the setup margin	8	0
-- area by class of cell --
class                   count  area [um^2]  share of cell area, %
well taps                  46         57.6                   9.31
flip-flops and latches      8          163                   26.3
multi-input cells           8          120                   19.4
repair buffers             27          255                   41.3
clock buffers               3         22.5                   3.64
-- critical path, stage by stage --
cell             delay (ps)
clkdlybuf4s50_1         480
buf_4                   150
mux2_4                  290
-- cells in the final DEF (no fill, tap or decap) --
cell	instances
clkbuf_4	3
dlygate4sd2_1	8
mux2_4	8
dfxtp_2	2
dfxtp_1	6
clkdlybuf4s50_1	17
buf_4	2
-- final timing paths --
| path | end | depth (start not counted) | start | slack, ps |
|---|---|---|---|---|
| worst max-delay path | data_out_reg[7] | 3 | rst_n | 90 |
| worst min-delay path | data_out_reg[5] | 2 | reset_data[5] | 590 |
-- power breakdown --
part	internal, W	switching, W
clock network	0.000123	0.0000792
registers	0.000315	0.00000482
logic	0.000111	0.0000242
total	0.000550	0.000108
-- routing by layer --
metal | vias up | routed length (um)
met5 | - | 0
met4 | 0 | 0
met3 | 0 | 74
met2 | 17 | 388
met1 | 103 | 318
li1 | 118 | -
No activity file was given, so power comes from the tool's default toggle rates.
