===== flow/run.sh =====
#!/bin/bash
# OpenROAD 26Q1-2900-gdf79404cd8, Yosys 0.63+post, stock flow scripts
make -C /OpenROAD-flow-scripts/flow DESIGN_CONFIG=/design/flow/config.mk WORK_HOME=/design/flow/orfs finish

===== flow/config.mk =====
export PLATFORM = sky130hd
export DESIGN_NAME = ripple_carry_adder4
export DESIGN_NICKNAME = ripple_carry_adder4
export VERILOG_FILES = /design/flow/design.v
export SDC_FILE = /design/flow/constraint.sdc
export NUM_CORES = 4
export LEC_CHECK = 1
export CORE_AREA = 10 10 70 70
export DIE_AREA = 0 0 80 80

===== flow/constraint.sdc =====
current_design ripple_carry_adder4

set clk_period 2.8
set clk_io_pct 0.2

create_clock -name clk0 -period $clk_period

set non_clock_inputs [all_inputs -no_clocks]
set_input_delay [expr $clk_period * $clk_io_pct] -clock clk0 $non_clock_inputs
set_output_delay [expr $clk_period * $clk_io_pct] -clock clk0 [all_outputs]

===== flow/design.v =====
module full_adder (
    input a,
    input b,
    input cin,
    output sum,
    output cout
);
    assign sum = a ^ b ^ cin;
    assign cout = (a & b) || (a & cin) || (b & cin);
endmodule
module ripple_carry_adder4 (
    input [3:0] p,
    input [3:0] q,
    input c0,
    output [4:0] r
);
wire c1, c2, c3;
full_adder adder0 (
    .a(p[0]),
    .b(q[0]),
    .cin(c0),
    .sum(r[0]),
    .cout(c1)
);
full_adder adder1 (
    .a(p[1]),
    .b(q[1]),
    .cin(c1),
    .sum(r[1]),
    .cout(c2)
);
full_adder adder2 (
    .a(p[2]),
    .b(q[2]),
    .cin(c2),
    .sum(r[2]),
    .cout(c3)
);
full_adder adder3 (
    .a(p[3]),
    .b(q[3]),
    .cin(c3),
    .sum(r[3]),
    .cout(r[4])
);
endmodule

==> Slide: Implementation Results <==
Flow Results at a Glance

Status
  • Outcome: finished clean

Global route
  • Met1 Use GR: 0.02130
  • GRT Max-Usage Layer: met1
  • GRT Overall Usage: 0.01274
  • Number of global-route vias before repair: 145
  • First-pass GRT wire length: approximately 640 um
  • Pin count of the biggest net entering global routing: 2
  • Initial antenna violation count: 0
  • Met2 global-route usage: 0.01284
  • Gr ovfl total: 0
  • Met3 GRT Util: 0.007955

Die
  • Chip area: 6400 um2
  • Initial core utilization: 0.04542
  • Rows: 21
  • # IOs: 14
  • Die span in y: 80 um
  • Core area: 3416 um2
  • DIE WIDTH: 80 um

Route
  • DRT iter0 DRCs: 0
  • Vias: 122
  • DRC violations left: 0
  • Via/cell ratio: between 1.5 and 2
  • Antenna Nets Post-Route: 0
  • Drt total wl: 431 um
  • Avg WL per Cell: 5.824 um
  • Ant. Diodes: 0
  • TritonRoute pass-1 iters: 1

Power
  • Worst VDD drop: about 0.034 mV
  • Pwr per Cell Area: 157.1 nW/um2
  • Clock power frac: 0
  • Leakage: 0.1399 nW
  • PnR Total Power: 0.05131 mW
  • Sequential power share: 0
  • Sw power: 0.01796 mW
  • Pint: 0.03334 mW
  • Sw frac: 0.3501
  • Combinational share of power: 1.000

Final timing
  • RSZ-0062 raised after global routing: true
  • FMAX: 0.3581 GHz
  • Fin. max-slew vios: 0
  • Setup_tns: 0 ns
  • Final setup vio count: 0
  • Tmin final: 2.792 ns
  • Part of the cycle the worst path needs: 0.9972
  • Worst rel slew slack: 0.9335
  • Tightest Pin Transition: just under 0.1 ns
  • Hold Fails Final Rpt: 0

Run
  • Max Cap Violations: 0
  • OpenROAD warnings: 34

Setup path
  • CP Class: in -> out
  • WP data required: 2.24 ns
  • Crit path max fanout: 1
  • CP Data Arrival Time: around 2.2 ns
  • Startpoint type of the worst setup path: input port
  • CP Capture Type: output pin

Place
  • Routability cong.: 0.8250
  • Hpwl dp: 420.3 um
  • Inst Count DP: 74
  • Placed Area: 315.3 um2
  • Port buffer count: 14

Logic synthesis
  • Synthesized instance count: 19
  • Yosys Instances: 19
  • Synth Seq Share: 0
  • Ys Warns: 0
  • Chip Area, Yosys: ~160 um2
  • Syn Area/Cell: 8.166 um2
  • Synthesized cell area: 155.1 um2
  • Synth cell types: 3

Finish
  • Flip-flops: 0
  • CLK BUF: 0
  • Synth-to-Final Area Change: 110.5%
  • Share of layout cells above drive strength 1: 0.5000
  • Final std cells w/o fill: 74
  • Final instance area: 326.6 um2
  • Logic area: 90.09 um2
  • Most numerous logic cell after layout: clkdlybuf4s50_1
  • Most common logic cells in the final layout: clkdlybuf4s50_1, inv_1, fa_2, dlygate4sd2_1
  • Fill cell count: 406
  • Layout Utilization: 0.09560
  • Reg area: 0 um2

Worst hold path
  • Worst min-delay path class: in -> out

CTS
  • Setup bufs post-CTS: 0
  • Hold-fix buffers at CTS: 0
[cells in the mapped netlist]
cell,instances,area [um2]
inv_1,10,37.54
buf_4,5,37.54
fa_1,4,80.08
[through the flow]
| stage | setup WS, ns | hold slack (ns) |
|---|---|---|
| CTS | -0.07860 | 1.886 |
| global route | -0.08266 | 1.913 |
| finish | 0.007839 | 1.879 |
| global placement | -0.7742 | 2.172 |
| detailed placement | -0.8243 | 2.185 |
| floorplan | 0.1032 | 1.337 |
[power groups by stage]
stage                 clock network, mW  logic [mW]  registers [mW]
after CTS                             0      0.0496               0
final                                 0      0.0513               0
after global routing                  0      0.0586               0
[cells by family (layout without fill, tap and decap cells)]
group	after synthesis	count (layout)	synth area share
buffers and inverters	15	24	0.4839
adders and majority gates	4	4	0.5161
[layer usage]
metal | part of all wire | wire length [um]
met3 | 0.19 | 84
met4 | 0 | 0
met2 | 0.27 | 115
met1 | 0.54 | 231
met5 | 0 | 0
[repair_timing]
action,CTS,global route
resized,29,4
endpoints found under the hold margin,0,0
pin swaps,4,4
setup endpoints to repair,4,2
[path summary, 6_finish.rpt]
check                 from    to  slack [ns]  cells past startpoint
worst max-delay path  q[0]  r[3]       0.008                     10
worst min-delay path  p[0]  r[0]        1.88                      5
[cell type report]
type	count	area share
inverters	10	0.1379
well taps	46	0.1762
multi-input cells	4	0.2759
repair buffers	14	0.4100
[worst max-delay path, stage by stage]
cell and delay (ns):
buf_6 0.09, inv_4 0.04, fa_2 0.19, inv_2 0.04
fa_2 0.35, fa_2 0.34, inv_2 0.06, fa_2 0.42
inv_2 0.05, buf_2 0.08
Power is estimated from default activity; no workload was simulated.
