<file path="flow/design.v">
module sync_fifo 
#(
    parameter DATA_WIDTH = 'd8,
    parameter DATA_DEPTH = 'd8
)
(
    input clk,
    input rstn,
    input [DATA_WIDTH-1:0] data_in,
    input w_en,
    input r_en,
    output reg [DATA_WIDTH-1:0] data_out,
    output full,
    output empty,
    output [$clog2(DATA_DEPTH):0] data_num
);
reg [DATA_WIDTH-1:0] mem [0:DATA_DEPTH-1];
reg [$clog2(DATA_DEPTH):0] wr_addr, rd_addr;
 always @(posedge clk)
    if (~rstn)
        wr_addr <= 0;
    else 
		if (w_en & (~full))
        	wr_addr <= wr_addr + 1;
		else
			wr_addr <= wr_addr;
always @(posedge clk)
    if (w_en & (~full))
	    mem[wr_addr[$clog2(DATA_DEPTH)-1:0]] <= data_in;
always @(posedge clk)
    if (~rstn)
        rd_addr <= 0;
    else 
		if (r_en & (~empty))
        	rd_addr <= rd_addr + 1;
		else
			rd_addr <= rd_addr;
always @(posedge clk)
	if (r_en & (~empty))
	    data_out <= mem[rd_addr[$clog2(DATA_DEPTH)-1:0]];
assign full = wr_addr == {~rd_addr[$clog2(DATA_DEPTH)],rd_addr[$clog2(DATA_DEPTH)-1:0]};
assign empty = rd_addr == {wr_addr[$clog2(DATA_DEPTH)],wr_addr[$clog2(DATA_DEPTH)-1:0]};
assign data_num = (wr_addr > rd_addr) ? (wr_addr - rd_addr) : (rd_addr - wr_addr);
endmodule
</file>
<file path="flow/run.sh">
#!/bin/bash
# OpenROAD 26Q1-2900-gdf79404cd8, Yosys 0.63+post, stock flow scripts
make -C /OpenROAD-flow-scripts/flow DESIGN_CONFIG=/design/flow/config.mk WORK_HOME=/design/flow/orfs finish
</file>
<file path="flow/config.mk">
export PLATFORM = sky130hd
export DESIGN_NAME = sync_fifo
export DESIGN_NICKNAME = sync_fifo
export VERILOG_FILES = /design/flow/design.v
export SDC_FILE = /design/flow/constraint.sdc
export NUM_CORES = 4
export LEC_CHECK = 1
export CORE_UTILIZATION = 30
</file>
<file path="flow/constraint.sdc">
current_design sync_fifo

set clk_period 4.0
set clk_io_pct 0.2

create_clock -name clk0 -period $clk_period [get_ports {clk}]

set non_clock_inputs [all_inputs -no_clocks]
set_input_delay [expr $clk_period * $clk_io_pct] -clock clk0 $non_clock_inputs
set_output_delay [expr $clk_period * $clk_io_pct] -clock clk0 [all_outputs]
</file>
==> deck_impl_summary.md <==
Flow Results at a Glance

Clocking
  • Worst-case clock buffer depth: 2
  • CTS Sinks: around 80
  • Post CTS Setup Buffer Count: 0
  • Worst-path clk slew: roughly 0.060 ns
  • Total CTS buffers: 9
  • Count of cells resized by post-cts repair: 0
  • Hold buffer count at CTS: 0
  • CTS tree: done
  • Clock root cell: clkbuf_16
  • Clk ins delay skew pair: 0.33 ns
  • H-tree levels: 3

Job
  • Max Cap Viol: 0
  • Tool Warnings: 28

STA
  • Max Clk Rate: 283 MHz
  • Slew HR: 59.0%
  • Slew Limit Fails: 0
  • Tcrit/Tclk final: 88.4%
  • Minimum clock period: 3.54 ns
  • Final Hold Violation Tally: 0
  • Worst hold margin: 0.595 ns
  • Worst Max-Slew Pin Slew: 0.612 ns
  • Total negative slack: 0 ns
  • Final setup viols: 0
  • Clock skew: 0.00874 ns
  • RSZ-0062 raised after global routing: false

Synth
  • # Cells Yosys: 208
  • Syn. warnings: 1
  • Synth Seq Share: 68.4%
  • Ranking of synthesized cells by area: edfxtp_1 (64%), mux4_2 (11%), dfxtp_1 (4.7%), nand2_1 (3.8%), ha_1 (3.3%)
  • Async S/R FF share, synth: 0%
  • Post-synthesis instance total: 208
  • Distinct lib cells: 34
  • Post-synth top flop: edfxtp_1
  • Post-synth regs: 80
  • Chip Area, Yosys: 3390 um2
  • Avg Inst Size Synth: approximately 16 um2
  • Top cell area share: 63.7%
  • Post-synth EDFFs: 72
  • Mapped Area: 3390 um2
  • Leading area contributor after synthesis: edfxtp_1

Floorplanning
  • DIE HEIGHT: around 110 um
  • Init Core Util: 31.0%
  • Die Wd: 108 um
  • Total die size: 11700 um2
  • Core ar.: about 11000 um2
  • IO Pins: 26
  • Std cell rows: 38

Finish
  • Fillers: approximately 1000
  • Final core utilization: 38.4%
  • Share of layout cells above drive strength 1: 19.4%
  • Area Overhead vs Synth: 23.7%
  • Post-layout instance area: 4200 um2
  • Layout Cells excl Fill: between 300 and 400

Detailed routing
  • DRC violations left: 0
  • Routed length per placed instance: 15.6 um
  • N_diodes: 0
  • Routed Antenna Nets: 0
  • Detailed Route WL: 6120 um
  • Drt via density: between 4 and 5
  • Total number of vias: between 1500 and 2000
  • First-pass iteration count of the detailed router: 4
  • 1st-iter DRT viols: around 62

Critical path
  • Worst Setup Start Kind: flop
  • Peak fanout along the critical path: 10
  • WS Path Type: flop to primary output
  • Crit path DRT: 3.20 ns
  • Arrival @ worst endpoint: 2.74 ns
  • Critical path endpoint category: primary output

Power and ir drop
  • Worst VDD drop: 235 uV
  • Lkg Pwr: 0.00144 uW
  • Pwr Density: 541 nW/um2

Placed design
  • GP Congestion: around 0.80
  • DP Wirelength: about 3800 um
  • IO buf count: 25
  • Post-DP Area: approximately 3900 um2
  • Post-placement cell count: ~380

GRT
  • GRT Total Usage: 12.2%
  • Global-route wire length before repair: 9670 um
  • Largest net degree at the start of global routing: 21
  • Initial antenna violation count: 0
  • Vias in the first global route: 1815
  • Gr ovfl total: 0

Status
  • Status: complete, no violations

Min path
  • Worst min-delay path class: flop to flop
==> cell usage after synthesis (all sizes together) (5+ instances only) <==
cell    number
nand3        7
dfxtp        8
nand2       34
nor3         5
and2         7
inv         10
mux4        16
buf          6
xnor2        5
ha           9
edfxtp      72
a21oi        5
==> routing by layer <==
layer	vias up	track usage [%]	wire length, um
met3	5	5.77	557
li1	857	-	-
met2	63	18.9	2900
met1	864	17.4	2620
met4	0	1.06	42
met5	-	0	0
==> cells by family after synthesis <==
group | count (synthesis) | share of synthesized area [%]
adder cells (fa/ha/maj) | 11 | 4.50
multiplexers | 19 | 11.7
XOR/XNOR | 6 | 1.55
buffers and inverters | 19 | 2.80
AND/OR/NAND/NOR | 61 | 8.85
flip-flops | 80 | 68.4
AND-OR/OR-AND | 12 | 2.21
==> layout make-up <==
| type | count | area (um2) | area share [%] |
|---|---|---|---|
| clock buffers | 10 | 229 | 5.46 |
| clock inverters | 6 | 116 | 2.77 |
| inverters | 12 | 46.3 | 1.10 |
| multi-input cells | 109 | 982 | 23.4 |
| flip-flops and latches | 80 | 2320 | 55.3 |
| well taps | 140 | 175 | 4.17 |
| repair buffers | 35 | 325 | 7.75 |
==> final timing paths <==
check	start	to	slack, ns	cells after the start
max	wr_addr[1]$_SDFFE_PN0P_	data_num[3]	0.46	8
min	rd_addr[3]$_SDFFE_PN0P_	rd_addr[3]$_SDFFE_PN0P_	0.59	2
max reg2reg	wr_addr[1]$_SDFFE_PN0P_	wr_addr[3]$_SDFFE_PN0P_	1.76	7
min reg2reg	rd_addr[3]$_SDFFE_PN0P_	rd_addr[3]$_SDFFE_PN0P_	0.59	2
==> power breakdown <==
part	switching (uW)	total [uW]	internal (uW)
clock	318	932	614
combinational	162	362	200
sequential	15.7	974	959
==> worst max-delay path, stage by stage, from the launching register on <==
cell and delay (ns):
dfxtp_1 0.57, inv_1 0.12, ha_1 0.36, nand4_2 0.16, clkinv_2 0.09, a21oi_2 0.20, mux2_4 0.32, mux2i_1 0.12
clkdlybuf4s50_1 0.46
==> placed cells by master (no fill, tap or decap), drive strengths merged <==
cell type,instances
buf,10
nand3,7
nor2,3
and2,7
clkdlybuf4s50,25
bufinv,3
mux4,16
and3,1
a21boi,2
mux2,1
nor4,1
fa,2
nand4,1
inv,11
ha,9
mux2i,2
clkbuf,10
dfxtp,8
nor3,5
a21oi,5
o21ai,3
nor2b,1
edfxtp,72
nand2,34
clkinv,4
xnor2,5
nand4b,1
o22a,1
o31ai,1
xor2,1
==> through the flow <==
stage               total power, uW  worst slack (ns)
floorplan                      1220              1.34
global placement               1360             0.843
global route                   2370             0.272
detailed placement             1360             0.811
CTS                            2290             0.450
finish                         2270             0.462
==> state kept, by name, indices dropped and copies added, names as in the netlist <==
name / flops
rd_addr: 4
wr_addr: 4
mem: 64
data_out: 8
Power and IR drop assume default switching activity.
